<file path="./config.mk">
export PLATFORM = sky130hd
export DESIGN_NAME = RTDC
export DESIGN_NICKNAME = RTDC
export VERILOG_FILES = /design/flow/design.v
export SDC_FILE = /design/flow/constraint.sdc
export NUM_CORES = 4
export LEC_CHECK = 1
export CORE_UTILIZATION = 50
</file>
<file path="./constraint.sdc">
current_design RTDC

set clk_period 2.7
set clk_io_pct 0.2

create_clock -name clk0 -period $clk_period [get_ports {clk}]

set non_clock_inputs [all_inputs -no_clocks]
set_input_delay [expr $clk_period * $clk_io_pct] -clock clk0 $non_clock_inputs
set_output_delay [expr $clk_period * $clk_io_pct] -clock clk0 [all_outputs]
</file>
<file path="./design.v">
module RTDC(input clk,
            input rst,
            output reg [6:0] HRM, 
            output reg [6:0] HRL,
            output reg [6:0] MIN_M,
            output reg [6:0] MIN_L,
            output reg [6:0] SEC_M,
            output reg [6:0] SEC_L
);
reg [3:0] count1; 
reg [3:0] count2; 
reg [3:0] count3; 
reg [3:0] count4; 
reg [3:0] count5; 
reg [3:0] count6; 
always @(negedge clk)
begin
    if (rst==1) 
    begin
        count1<=0;
        count2<=0;  
        count3<=0;  
        count4<=0;  
        count5<=0;    
        count6<=0;    
    end
    else
    begin
        count2<=count2+1;
        if(count2==9)
        begin
            count2<=0;
            count1<=count1+1;
            if({count1,count2}==59)
            begin
                {count1,count2}<=0;
                count4=count4+1;
                if(count4==9)
                begin
                    count4<=0;
                    count3<=count3+1;
                    if({count3,count4}==59)
                    begin
                        {count3,count4}<=0;
                        count6<=count6+1;
                        if(count6==9)
                        begin
                            count6<=0;
                            count5<=count5+1;
                            if({count5,count6}==23)
                            begin
                                {count5,count6}<=0;
                            end
                        end
                    end
                end
            end
        end
    end
end 
always @(count1 or count2 or count3 or count4 or count5 or count6)
begin
case(count1)
0: SEC_M = 7'b0000001;
1: SEC_M = 7'b1001111;
2: SEC_M = 7'b0010010;
3: SEC_M = 7'b0000110;
4: SEC_M = 7'b1001100;
5: SEC_M = 7'b0100100;
6: SEC_M = 7'b0100000;
7: SEC_M = 7'b0001111;
8: SEC_M = 7'b0000000;
9: SEC_M = 7'b0000100;
default : SEC_M = 7'b1111111;
endcase
case(count2)
0: SEC_L = 7'b0000001;
1: SEC_L = 7'b1001111;
2: SEC_L = 7'b0010010;
3: SEC_L = 7'b0000110;
4: SEC_L = 7'b1001100;
5: SEC_L = 7'b0100100;
6: SEC_L = 7'b0100000;
7: SEC_L = 7'b0001111;
8: SEC_L = 7'b0000000;
9: SEC_L = 7'b0000100;
default : SEC_L = 7'b1111111;
endcase
case(count3)
0: MIN_M = 7'b0000001;
1: MIN_M = 7'b1001111;
2: MIN_M = 7'b0010010;
3: MIN_M = 7'b0000110;
4: MIN_M = 7'b1001100;
5: MIN_M = 7'b0100100;
6: MIN_M = 7'b0100000;
7: MIN_M = 7'b0001111;
8: MIN_M = 7'b0000000;
9: MIN_M = 7'b0000100;
default : MIN_M = 7'b1111111;
endcase
case(count4)
0: MIN_L = 7'b0000001;
1: MIN_L = 7'b1001111;
2: MIN_L = 7'b0010010; 
3: MIN_L = 7'b0000110;
4: MIN_L = 7'b1001100;
5: MIN_L = 7'b0100100;
6: MIN_L = 7'b0100000;
7: MIN_L = 7'b0001111;
8: MIN_L = 7'b0000000;
9: MIN_L = 7'b0000100;
default : MIN_L = 7'b1111111;
endcase
case(count5)
0: HRM = 7'b0000001;
1: HRM  =  7'b1001111;
2: HRM = 7'b0010010;
3: HRM = 7'b0000110;
4: HRM =  7'b1001100;
5: HRM = 7'b0100100;
6: HRM = 7'b0100000;
7: HRM = 7'b0001111;
8: HRM = 7'b000000;
9: HRM = 7'b0000100;
default : HRM = 7'b1111111;
endcase
case(count6)
0: HRL = 7'b0000001;
1: HRL = 7'b1001111;
2: HRL = 7'b0010010;
3: HRL = 7'b0000110;
4: HRL=  7'b1001100;
5: HRL = 7'b0100100;
6: HRL = 7'b0100000;
7: HRL = 7'b0001111;
8: HRL = 7'b0000000;
9: HRL = 760000100;
default : HRL = 7'b1111111;
endcase
end
endmodule
</file>
<file path="./run.sh">
#!/bin/bash
# OpenROAD 26Q1-2900-gdf79404cd8, Yosys 0.63+post, stock flow scripts
make -C /OpenROAD-flow-scripts/flow DESIGN_CONFIG=/design/flow/config.mk WORK_HOME=/design/flow/orfs finish
</file>
==> flow_summary.toml <==
# implementation run metrics
[global_routing]
grt_pass1_wl_um = 15000
grt_max_degree = 16
grt.total_usage_pct = 24.7
grt_pass1_vias = 3675
antenna_found_initial = 0
grt_overflow = 0

[timing]
slew_headroom_pct = 59.7
finalSetupViolCount = 5
finalWorstSetupSlack_ns = -0.0138
finClkSkew_ns = 0.0266
finalHoldViolations = 0
rsz0062_at_grt = "true"
worst_slew_pin_slew_ns = 0.603
tns_ns = -0.0520
slew_viol_final = 0

[outcome]
violations = "setup timing"
status = "finished, violations left"

[floorplan]
chipWidth_um = 87.9
row_count = 30
fp_util_pct = 53.1
core-area_um2 = 6940
die_area_um2 = 7730
die_h_um = 87.9
ioPinCount = 44

[min_path]
min_path_type = "register to register"

[final_layout]
regArea_um2 = 1330
syn_to_final_growth_pct = 49.3
instances_no_fill = 729
drive_above_1_share_pct = 37.4
fill_cells = 445
logic_area_um2 = 2550

[critical_path]
critical-path-max-stage-delay_ns = 0.21
crit_buf_inv = 4
crit_family = "buffers and inverters"
cp_max_fo = 7
crit_slowest_cell = "a21o_1"
crit_required_ns = 1.62
cp.arrival_ns = 1.63
crit_path_end_kind = "register"
path_class = "input port to register"
crit_path_frequent_cell = "buf_6"
worstPathCellList = "buf_6, buf_8, a21o_1, buf_6, buf_4, ha_2, o21ai_1, a21oi_1"
critPathLaunchType = "input port"

[route]
via_count = 3763
finalWirelength_um = 9340
drt_iter0_drc = 192
drc = 0
antenna_cells = 0
via_per_inst = 5.16
drt_first_pass_iters = 4
drtAntennaViolNets = 0
wl_per_cell_um = 12.8

[clocking]
clock_path_buffers = 2
cts_buffers = 9
clk_pin_slew_worst_paths_ns = 0.04
cts_sinks = 66
clockRootBuffer = "clkbuf_8"
cts_tree = "done"
cts-htree-levels = 3
clock_latency_ns = 0.40

[pwr]
peakVddDrop_mv = 0.302
power_leakage_nw = 2.70
p_sw_share_pct = 31.4
pwr-share-comb_pct = 5.4
power.switching_w = 0.000743
power_frac_clock_pct = 52.0
p_seq_share_pct = 42.5
powerDensity_nw_per_um2 = 430
internal_power_w = 0.00162

[logic_synthesis]
syn_inst = 433
yosysTopAreaCell = "dfxtp_1"
yosys.area.top_type_share_pct = 35.8
async_reset_ff_share_pct = 0
yosysChipArea_um2 = 3690
synth_flops = 66
ys_seq_share_pct = 35.8
yosysMostFrequentCell = "dfxtp_1"
avgSynthCellArea_um2 = 8.52
topCellsByArea = "dfxtp_1, ha_1, a21oi_1, nor2_1, o21ai_0"
yosys_warnings = 1
yosys_cells = 433
edf_count = 0
yosysUniqueCellTypes = 61
ys_top_cells_by_count = "dfxtp_1, ha_1, nor2_1"
ff_type = "dfxtp_1"
synth.cell_area_um2 = 3690

[placed_design]
gp_congestion = 0.888
portBuffers = 43
dp_hpwl_um = 6030
place_inst = 637

[flow_run]
drv_cap = 0
tool_warnings = 130
==> worst paths after layout <==
kind / from / end / slack (ns) / cells after the start
worst max-delay path: rst / MIN_L[4]$_DFF_N_ / -0.01 / 8
worst min-delay path: count2[0]$_SDFF_NP0_ / count2[0]$_SDFF_NP0_ / 0.61 / 2
worst max register to register: count4[0]$_SDFFE_NP0N_ / MIN_M[6]$_DFF_N_ / 0.11 / 9
worst min register to register: count2[0]$_SDFF_NP0_ / count2[0]$_SDFF_NP0_ / 0.61 / 2
==> kinds of logic (layout without fill, tap and decap cells) <==
| family | after synthesis | in the layout | share of synthesized area, % |
|---|---|---|---|
| compound gates | 109 | 109 | 18.1 |
| buf+inv | 47 | 247 | 5.09 |
| simple gates | 145 | 145 | 20.1 |
| flops | 66 | 66 | 35.8 |
| xor+xnor | 7 | 7 | 1.66 |
| mux | 14 | 14 | 3.97 |
| fa+ha+maj | 45 | 45 | 15.3 |
==> worst register-to-register path: stages, from the launching register on <==
cell	delay, ns
dfxtp_1	0.37
ha_2	0.23
nand2_1	0.14
o21ai_2	0.25
a31oi_4	0.14
buf_4	0.21
or4_1	0.48
a21oi_4	0.35
nor3b_2	0.23
nor3_1	0.07
==> stage by stage <==
step	total power (W)	area, um2	setup WS (ns)	util, %	hold slack [ns]
after floorplan	0.00123	3800	-0.590	-	0.495
after global placement	0.00129	4820	-0.889	69.4	0.584
after detailed placement	0.00129	4820	-0.913	69.4	0.582
after CTS	0.00240	5230	-0.00143	75.4	0.590
after global routing	0.00254	5510	-0.0792	79.3	0.634
final	0.00237	5510	-0.0138	79.3	0.612
==> flip-flops by register name (all words and copies together), names as in the netlist <==
| name | flops |
|---|---|
| HRL | 7 |
| HRM | 7 |
| MIN_L | 7 |
| MIN_M | 7 |
| SEC_L | 7 |
| SEC_M | 7 |
| count1 | 4 |
| count2 | 4 |
| count3 | 4 |
| count4 | 4 |
| count5 | 4 |
| count6 | 4 |
==> per-layer routing <==
metal | routed length [um] | track usage (%)
met1 | 4430 | 32.4
met4 | 105 | 8.79
met3 | 404 | 7.63
met2 | 4400 | 39.4
met5 | 0 | 0
==> placed cells by master (no fill, tap or decap), drive strengths merged, types with 3 or more instances in the layout <==
cell / n
and2: 5
nor2b: 5
a31oi: 7
nor4: 4
nor2: 43
ha: 45
o21ai: 31
a211oi: 3
clkinv: 3
a21oi: 41
inv: 101
o22ai: 5
nor3: 16
nand2b: 5
o31ai: 3
mux2i: 12
nor3b: 3
or3: 3
nand2: 30
xor2: 5
or2: 5
dfxtp: 66
buf: 132
nand3: 12
clkbuf: 9
==> power by group through the flow <==
stage	logic, W	clock network, W	registers, W
final	0.000128	0.00123	0.00101
after global routing	0.000141	0.00140	0.00101
after CTS	0.000122	0.00127	0.00101
==> cell type report <==
cell class                      count  share of cell area (%)
Clock buffer                        9                    2.25
Clock inverter                     73                    5.88
Inverter                           33                    2.38
Multi-Input combinational cell    320                    46.3
Sequential cell                    66                    24.1
Tap cell                           96                    2.18
Timing Repair Buffer              132                    16.9
==> timing repair <==
| action | 4_1_cts | 5_1_grt |
|---|---|---|
| gates cloned | 1 | 0 |
| setup buffers | 5 | 5 |
| pin swaps | 5 | 16 |
| setup endpoints to repair | 93 | 55 |
| hold buffers | 0 | 0 |
| gates resized | 170 | 61 |
No activity file was given, so power comes from the tool's default toggle rates.
